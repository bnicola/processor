## flow/constraint.sdc

```tcl
current_design RegisterFile

set clk_period 8.5
set clk_io_pct 0.2

create_clock -name clk0 -period $clk_period [get_ports {clk}]

set non_clock_inputs [all_inputs -no_clocks]
set_input_delay [expr $clk_period * $clk_io_pct] -clock clk0 $non_clock_inputs
set_output_delay [expr $clk_period * $clk_io_pct] -clock clk0 [all_outputs]
```

## flow/design.v

```verilog
module RegisterFile
       (
          src1, 
          src2,
          dest,
          inData,
          outData1,
          outData2,
          wr,
          clk,
          reset
       );
input [4:0] src1;
input [4:0] src2;
input [4:0] dest; 
input [31:0] inData;
output reg [31:0] outData1;
output reg [31:0] outData2;
input wr;
input clk;
input reset;
reg [31:0] regFile[31:0];
always @(*)
begin 
   outData1 =  regFile[src1];
end
always @(*)
begin 
   outData2 =  regFile[src2];
end
always @(posedge clk)
begin 
   if (wr)
      regFile[dest] <= inData;
end
endmodule 
```

## flow/run.sh

```bash
#!/bin/bash
# OpenROAD 26Q1-2900-gdf79404cd8, Yosys 0.63+post, stock flow scripts
make -C /OpenROAD-flow-scripts/flow DESIGN_CONFIG=/design/flow/config.mk WORK_HOME=/design/flow/orfs finish
```

## flow/config.mk

```make
export PLATFORM = sky130hd
export DESIGN_NAME = RegisterFile
export DESIGN_NICKNAME = RegisterFile
export VERILOG_FILES = /design/flow/design.v
export SDC_FILE = /design/flow/constraint.sdc
export NUM_CORES = 4
export LEC_CHECK = 1
export CORE_UTILIZATION = 40
```

==> reports/metrics.csv <==
stage;metric;value;unit
run_status;status;completed;
cts;post_cts_buffers;0;
placement;hpwl;79100;um
layout;mostFrequentLayoutCells;1,024 x mux2i_1, 1,024 x edfxtp_1, 194 x nand3_1, 193 x nand2_1;
yosys;largest_area_cell;edfxtp_1;
cts;holdBufCountCts;0;
pwr;ir_drop;0.159;mV
pwr;combPwrFrac;0.091;
timing;period_needed;6.60;ns
global_routing;grt_antenna_before_repair;6;
routing;antenna_left;0;
routing;wirelength;144000;um
global_routing;grt_max_degree;92;
worst_setup_path;crit_arrival;4.90;ns
placement;place_area;51900;um^2
yosys;ys_cells;3386;
cts;cts.clk_slew.worst_paths;0.06;ns
pwr;power_density;203;nW/um^2
worst_setup_path;endpoint_kind;primary output;
floorplanning;initial_core_util;0.405;
floorplanning;core.rowCount;127;
routing;drc;0;
yosys;yosysSeqAreaShare;0.630;
yosys;synth-edff-count;1024;
flow_run;drv_cap;0;
timing;hold_viol_final;0;
floorplanning;ios;114;
yosys;async_flop_share;0;
min_path;hold_path.class;input port to flip-flop;
layout;reg_top3;regFile: 1024 flops;
placement;pre_cts_slack;1.95;ns
routing;wl_per_cell;27.8;um
global_routing;grt_pass1_wl;207000;um
placement;place.port_buffers;112;
cts;clk_path_buf_depth;3;
cts;cts_inserted_buffers;105;
placement;globalplace.congestion;0.872;
global_routing;grt_use_total;0.251;
timing;hold_slack;1.84;ns
timing;grt_setup_unrepaired;no;
placement;dp.cells;4981;
yosys;ys.flop_type;edfxtp_1;
yosys;avgSynthCellArea;14.4;um^2
yosys;yosys_register_bits;1024;
timing;fmax;0.152;GHz
worst_setup_path;crit_path_max_fanout;59;
yosys;yosysUniqueCellTypes;23;
routing;drt-initial-drc-count;2026;
pwr;swShare;0.231;
yosys;syn_inst;3386;
routing;vias;30500;
pwr;p_seq_frac;0.504;
timing;tns;0;ns
cts;htreeDepth;3;
layout;top_register;regFile;
pwr;p_switching;2590;uW
global_routing;grt_pass1_vias;31200;
pwr;internal-power;8610;uW
worst_setup_path;cp-startpoint;src2[2];
layout;syn2layout_area_growth;13.2;%
worst_setup_path;cp-start-kind;input port;
timing;slew_violations;0;
cts;post_cts_resized;0;
pwr;p_leak;0.0201;uW
worst_setup_path;cp_data_required_time;6.80;ns
global_routing;overflow;0;
yosys;topCellsByArea;edfxtp_1 63%, mux2i_1 21%, a22oi_1 3.0%;
layout;largest_reg_flops;1024;
layout;stdcell_count;5176;
pwr;clkPwrFrac;0.405;
floorplanning;dieHeight;351;um
cts;cts_root_buffer;clkbuf_16;
routing;first_pass_iters;7;
timing;finalSetupViolCount;0;
cts;cts_sinks;1024;
worst_setup_path;critical_path_class;input port to primary output;
layout;fillers;10500;
yosys;top_area_frac;0.630;
yosys;yosys_warnings;1;
floorplanning;die_w;351;um
routing;routed_via_density;5.89;
timing;final.period_utilization;0.776;
flow_run;warnings;27;
worst_setup_path;critPathCapture;outData2[6];
yosys;ys_area;48800;um^2
floorplanning;die-area;123000;um^2
min_path;worstHoldStart;inData[21];
yosys;syn_area;48800;um^2
timing;slew_headroom;0.379;
layout;drive_gt1_frac;0.0929;
floorplanning;core;120000;um^2
timing;worst_slack;1.90;ns
timing;tightest_slew;0.929;ns
layout;design_area;55200;um^2
cts;cts_tree;done;
[power by group through the flow]
stage         logic [uW]  registers (uW)  clock network [uW]
CTS                 1020            5640                4600
global route        1090            5650                4800
finish              1020            5640                4530
[synthesized netlist by cell type (4+ instances only)]
cell	count
nor3_1	64
mux2i_1	1024
a22oi_1	192
nand2_1	195
clkbuf_1	86
nand3b_1	5
nand3_1	194
a22o_1	128
buf_2	70
buf_4	47
nor2_1	35
nand2b_1	4
nor2b_1	4
a31oi_1	64
a21oi_1	192
clkbuf_4	4
buf_6	45
edfxtp_1	1024
[per-stage QoR]
| stage | total power [uW] | utilization |
|---|---|---|
| global placement | 6760 | 0.431 |
| global route | 11500 | 0.459 |
| floorplan | 6330 | - |
| detailed placement | 6770 | 0.431 |
| finish | 11200 | 0.459 |
| CTS | 11300 | 0.459 |
[layout make-up]
class | instances | area, um^2 | share of cell area
Antenna cell | 1 | 2.50 | 0.0000453
Clock buffer | 122 | 2690 | 0.0487
Clock inverter | 72 | 679 | 0.0123
Multi-Input combinational cell | 2109 | 16800 | 0.304
Sequential cell | 1024 | 30700 | 0.557
Tap cell | 1612 | 2020 | 0.0365
Timing Repair Buffer | 236 | 2310 | 0.0419
[worst min-delay path by stage]
| stage | end | slack, ns | depth (start not counted) |
|---|---|---|---|
| final | regFile[13][21] | 1.84 | 2 |
| after CTS | regFile[13][21] | 1.80 | 2 |
| after global routing | regFile[16][21] | 1.84 | 2 |
[cell families after synthesis]
| kind of cell | synth area share |
|---|---|
| DFF | 0.630 |
| and+or+nand+nor | 0.0471 |
| buffers and inverters | 0.0321 |
| AOI/OAI and AO/OA | 0.0804 |
| muxes | 0.210 |
[per-layer routing]
metal  global-route usage  share of wire  vias to the layer above
li1                     -              -                    13600
met1                0.323           0.37                    15200
met2                0.388           0.48                     1474
met3                0.136           0.13                      236
met4               0.0561          0.026                        6
met5                    0        0.00025                        -
[worst max-delay path, cell delays in order]
cell and delay, ns:
clkdlybuf4s50_1 0.62, nor2b_4 0.57, buf_12 0.44, a22o_1 0.22, nor3_1 0.07, a31oi_1 0.35, nand3_1 0.36, clkdlybuf4s50_1 0.52
Power figures rest on the tool's default switching activity, not on a simulated workload.
