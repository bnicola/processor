[./config.mk]
export PLATFORM = sky130hd
export DESIGN_NAME = Timer
export DESIGN_NICKNAME = Timer
export VERILOG_FILES = /design/flow/design.v
export SDC_FILE = /design/flow/constraint.sdc
export NUM_CORES = 4
export LEC_CHECK = 1
export CORE_UTILIZATION = 40
[./design.v]
module Timer(
             clk,
             reset,
             address,
             data,
             wr,
             rd,
             timeout
             );
input clk, reset;
input [31:0] address;
input wr,  rd;
output reg timeout;
input [31:0] data;
reg [31:0] internalTimer;
reg [31:0] timedoutPeriod;
reg started, stopped;
parameter IDLE         = 0;
parameter COUNTING     = 1;
parameter TIMEDOUT     = 2;
reg [2:0]  currentState  = 0;
always @(posedge clk or posedge reset)
begin
  if (reset)
     timedoutPeriod<= 0;
  else
     if (wr && address == 32'h80000003)
        timedoutPeriod <= data;
     else
        timedoutPeriod <= timedoutPeriod;
end
always @(posedge clk or posedge reset)
begin
  if (reset)
     stopped<= 0;
  else
     if (wr && address == 32'h80000002)
        stopped <= data[0];
     else
        stopped <= stopped;
end
always @(posedge clk or posedge reset)
begin
  if (reset)
     started<= 0;
  else
     if (wr && address == 32'h80000001)
        started <= data[0];
     else
        started <= started;
end
always @(posedge clk or posedge reset)
begin
   if (reset)
      currentState = IDLE;
   else
     begin
     case (currentState)
     IDLE:
        begin
           if (started)
            begin
               currentState = COUNTING;
               timeout <= 0;
               internalTimer <= 0;
            end
           else
             begin
                currentState = IDLE;
                timeout <= 0;
             end
        end
     COUNTING:
        begin
           if (stopped == 0)
            begin	        
              if (internalTimer == (timedoutPeriod - 1))
              begin
                timeout <= 1;
                currentState = IDLE;
                internalTimer <= internalTimer;
              end
              else
               begin
                  timeout <= 0;
                  currentState = COUNTING;
                  internalTimer <= internalTimer + 1; 
               end
            end
            else
            begin
               currentState = IDLE;
               timeout <= 0;
               internalTimer <= internalTimer;
             end
        end
      default:
        begin
           currentState = IDLE;
           timeout <= 0;
        end
     endcase
     end
end
endmodule 
[./run.sh]
#!/bin/bash
# OpenROAD 26Q1-2900-gdf79404cd8, Yosys 0.63+post, stock flow scripts
make -C /OpenROAD-flow-scripts/flow DESIGN_CONFIG=/design/flow/config.mk WORK_HOME=/design/flow/orfs finish
[./constraint.sdc]
current_design Timer

set clk_period 10.3
set clk_io_pct 0.2

create_clock -name clk0 -period $clk_period [get_ports {clk}]

set non_clock_inputs [all_inputs -no_clocks]
set_input_delay [expr $clk_period * $clk_io_pct] -clock clk0 $non_clock_inputs
set_output_delay [expr $clk_period * $clk_io_pct] -clock clk0 [all_outputs]
==> run_results.csv <==
group,metric,value,unit
layout,final_util,0.511,
worst_hold_path,holdCritPathClass,"flip-flop to flip-flop",
critical_path,crit_path_end_kind,"flip-flop",
critical_path,critPathArrivalTime,4.29,ns
yosys,synthAoiAreaFrac,0.0798,
die,die_w,109,um
die,rows,38,
layout,syn_to_final_growth,22.7,%
yosys,flop_cell,"dfrtp_1",
yosys,syn_area,4590,um2
placement,post-place-ws,5.80,ns
final_timing,drv_slew,0,
route,via_per_inst,5.48,
critical_path,cp_max_fo,22,
yosys,numSynthFlops,68,
run,tool_warnings,26,
final_timing,rsz0062_at_grt,"false",
route,drt-initial-drc-count,106,
route,vias,3619,
power_and_ir_drop,ir_drop,0.0538,mV
layout,drive_gt1_frac,0.123,
yosys,ys_top_cells_by_count,"xnor2_1 (46), dfrtp_1 (35), edfxtp_1 (33)",
final_timing,worstMarginPinSlew,0.723,ns
yosys,synthCells,454,
yosys,simple_gate_share,0.272,
grt,grt_pass1_vias,3533,
die,fp_util,0.416,
yosys,ys_sh_xor,0.122,
final_timing,hold_ws,0.508,ns
cts,post_cts_buffers,0,
placement,placed_area,5380,um2
placement,placed_cells,645,
worst_hold_path,min_path_cells,1,
yosys,synth.avg_cell_area,10.1,um2
cts,clockRootBuffer,"clkbuf_16",
final_timing,period_minus_slack,4.08,ns
yosys,ys_types,63,
yosys,yosysWarnings,1,
yosys,yosysChipArea,4590,um2
final_timing,post-route-period-util,0.396,
route,insertedDiodeCount,0,
cts,cts.sinks,68,
final_timing,fin_skew,0.00709,ns
layout,design_area,5640,um2
grt,gr-total-overflow,0,
yosys,netlist.area_leader.share,0.216,
placement,port_buffers,67,
final_timing,tns,0,ns
critical_path,critPathKind,"primary input to flip-flop",
die,die_area,11900,um2
placement,place_congestion,0.858,
critical_path,start_kind,"primary input",
cts,clkTransAtPathRegs,0.05,ns
route,avgRoutedWirePerCell,16.1,um
grt,grt_pass1_wl,17200,um
route,ant_nets,0,
final_timing,setup_slack,6.22,ns
grt,grt_max_degree,37,
power_and_ir_drop,p_per_area,104,nW/um2
run,drv_cap,0,
outcome,outcome,"complete, no violations",
yosys,edf_count,33,
layout,final_cells,661,
route,wl,10600,um
critical_path,reg2reg_depth,11,
yosys,ys_cells,454,
cts,cts_buffers,9,
yosys,ys_seq_frac,0.407,
placement,hpwl,7940,um
yosys,async_flop_share,0.515,
cts,cts_resized,0,
cts,clock_latency,0.33,ns
cts,cts_tree,"built",
final_timing,setup_viol,0,
cts,cts_hold_buf,0,
final_timing,hold_viol_final,0,
die,die_h,109,um
route,drc,0,
yosys,yosys.area.top_type,"edfxtp_1",
power_and_ir_drop,finalPower,0.584,mW
yosys,ys_top_logic_family,"simple AND/OR/NAND/NOR gates",
grt,antenna_found_initial,0,
die,pin_count,69,
die,core,11000,um2
yosys,ys_sh_adder,0.00545,
yosys,mux_area_frac,0.0850,
power_and_ir_drop,p_leak,2.19,nW
yosys,top_cell,"xnor2_1",
route,first_pass_iters,6,
critical_path,cp.required,10.51,ns
final_timing,slew_headroom,0.511,
cts,h-tree-depth,3,
cts,cts.path.max_buffers,2,
final_timing,max_freq,245,MHz
grt,grt_usage,0.196,
yosys,top_cells_by_area,"edfxtp_1 (22%), dfrtp_1 (19%), xnor2_1 (8.8%)",
[worst paths after layout]
check	startpoint	endpoint	slack [ns]
min in group asynchronous	reset	timedoutPeriod[9]	2.24
max in group asynchronous	reset	timedoutPeriod[10]	7.73
max reg2reg	timedoutPeriod[0]	internalTimer[10]	6.26
max	address[24]	timedoutPeriod[11]	6.22
min reg2reg	stopped	stopped	0.51
min	stopped	stopped	0.51
[worst max-delay path: stages]
cell and delay, ns:
clkdlybuf4s50_1 0.40, nor4b_1 0.31, nand4_1 0.18, nor2_1 0.13, nand2_1 0.12, nor2_4 0.34, buf_4 0.38, mux2_2 0.37
[power breakdown]
part | total [mW] | switching [mW] | internal [mW] | leakage, nW
Clock | 0.271 | 0.111 | 0.160 | 0.121
Combinational | 0.0294 | 0.00679 | 0.0226 | 1.36
Sequential | 0.283 | 0.0000237 | 0.283 | 0.710
Total | 0.584 | 0.118 | 0.466 | 2.19
[sequential cells by signal, indices dropped and copies added (netlist names)]
signal          count
internalTimer      32
timeout             1
currentState        1
started             1
stopped             1
timedoutPeriod     32
[per-layer routing]
layer | vias to the layer above | track usage | wire length, um
li1 | 1811 | - | -
met1 | 1704 | 0.304 | 5200
met2 | 92 | 0.294 | 4540
met3 | 12 | 0.0463 | 722
met4 | 0 | 0.0290 | 154
met5 | - | 0 | 0
[final cells by class]
class	instances	area [um2]
Timing Repair Buffer	71	701
Clock inverter	6	31.3
Sequential cell	68	1870
Fill cell	981	5400
Inverter	9	33.8
Clock buffer	10	229
Tap cell	140	175
Multi-Input combinational cell	357	2600
[cells by family after synthesis]
kind of cell,Yosys count
compound gates,52
xor+xnor,64
fa+ha+maj,2
buf+inv,29
flops,68
mux,35
simple gates,204
[layout by cell type, fill, tap and decap left out, types with 6 or more instances in the layout]
cell	instances
xnor2_1	46
inv_1	9
xor2_1	18
clkdlybuf4s50_1	67
clkbuf_16	9
and2_1	23
nand2b_1	8
nor3_1	19
or3_1	13
nand2_1	26
dfrtp_1	35
nand4_1	13
a21oi_1	6
a21boi_0	7
o21ai_0	14
edfxtp_1	33
nand3_1	17
nor4_1	12
or4_1	9
nor2_1	24
mux2_2	32
Power figures rest on the tool's default switching activity, not on a simulated workload.
